==> ./design.v <==
module registradores(clk, d, enable, q);
    input [5:0] d;
    input clk, enable;
    output reg [5:0]q;
    initial begin
        q <= 0;
    end
    always @(posedge clk) begin
        if (enable == 1'b1) q <= d;
    end
endmodule
module tristate(entrada,saida,controle);
    input [5:0]entrada;
    input controle;
    output reg [5:0]saida;
    always@(controle) begin
        if(controle == 1'b1)begin
            saida <= entrada;
        end
        else begin
            saida <= 5'bzzzzz;
        end
    end
endmodule
module circuito_controle(x,clk,rst,c1,c2,c3,h1,h2,h3,done);
	input x,clk,rst;
	output reg c1,c2,c3,h1,h2,h3,done;
	reg [1:0] state;
	parameter a = 2'b00,
	          b = 2'b01,
              c = 2'b10,
              d = 2'b11;
	initial begin
		state <= a;
	end
	always @(posedge clk, posedge rst) begin
		if(rst == 1'b1) state <= a;
		else begin
			case(state)
			a: begin
				if(x==1'b1) state <= b;
				else state <= a;
			end
			b: begin
				state <= c;
			end
			c: begin
				state <= d;
			end
			d: begin
				state <= a;
			end
			endcase
		end
	end
	always @(state)begin
		case(state)
			a: begin c1 = 1'b0; c2 = 1'b0; c3 = 1'b0; h1 = 1'b0; h2 = 1'b0; h3 = 1'b0; done = 1'b0; end
			b: begin c1 = 1'b0; c2 = 1'b0; c3 = 1'b1; h1 = 1'b0; h2 = 1'b1; h3 = 1'b0; done = 1'b0; end
			c: begin c1 = 1'b0; c2 = 1'b1; c3 = 1'b0; h1 = 1'b1; h2 = 1'b0; h3 = 1'b0; done = 1'b0; end
			d: begin c1 = 1'b1; c2 = 1'b0; c3 = 1'b0; h1 = 1'b0; h2 = 1'b0; h3 = 1'b1; done = 1'b1; end
		endcase
	end
endmodule
module swap(barramento,clk,reset,w,done);
    inout [5:0]barramento;
    input clk, reset, w;
    output done;
    wire [5:0] saida_R1, saida_R2, saida_R3;
    registradores r1(clk,barramento, c1, saida_R1);
    registradores r2(clk,barramento, c2, saida_R2);
    registradores r3(clk,barramento, c3, saida_R3);
    tristate t1(saida_R1,barramento,h1);
    tristate t2(saida_R2,barramento,h2);
    tristate t3(saida_R3,barramento,h3);
    circuito_controle cc(w,clk,reset, c1, c2, c3, h1, h2, h3, done);
endmodule
==> ./run.sh <==
#!/bin/bash
# OpenROAD 26Q1-2900-gdf79404cd8, Yosys 0.63+post, stock flow scripts
make -C /OpenROAD-flow-scripts/flow DESIGN_CONFIG=/design/flow/config.mk WORK_HOME=/design/flow/orfs finish
==> ./config.mk <==
export PLATFORM = sky130hd
export DESIGN_NAME = swap
export DESIGN_NICKNAME = swap
export VERILOG_FILES = /design/flow/design.v
export SDC_FILE = /design/flow/constraint.sdc
export NUM_CORES = 4
export LEC_CHECK = 1
export CORE_AREA = 10 10 70 70
export DIE_AREA = 0 0 80 80
==> ./constraint.sdc <==
current_design swap

set clk_period 1.4
set clk_io_pct 0.2

create_clock -name clk0 -period $clk_period [get_ports {clk}]

set non_clock_inputs [all_inputs -no_clocks]
set_input_delay [expr $clk_period * $clk_io_pct] -clock clk0 $non_clock_inputs
set_output_delay [expr $clk_period * $clk_io_pct] -clock clk0 [all_outputs]
==> impl_metrics.toml <==
# physical design summary
[hold_path]
min_to = "r3.q[5]"
hp-start = "barramento[5]"
holdPathStages = 0
min_path_type = "primary input to register"

[sta]
maxSlewViolCount = 0
fmax_ghz = 0.7297
relSlewSlack = 0.9073
fin_ws_ps = 29.51
min_period_ps = 1370
rsz0062_at_grt = "true"
post-route-period-util = 0.9789
skew_ps = 5.191
hold_viol = 0
setup_viol = 0
worstMarginPinSlew_ps = 139.1

[placed_design]
post-place-ws_ps = 112.7
placedCellCount = 75
place_congestion = 0.6670
portBuffers = 3
dp_hpwl_um = 553.1

[clock_network]
max-clock-path-buffers = 2
clkTransAtPathRegs_ps = 60
cts_root_buffer = "clkbuf_4"
ctsHoldBuffers = 0
cts_tree = "built"
numCtsBuffers = 3
cts.htree.levels = 1
clkSinkCount = 8
clk_latency_ps = 250

[finish]
fill_cells = 387
layout-drive-gt1-share = 0.5526
final_cells = 84
lay_top_cells = "and2_4, edfxtp_1, buf_4"
syn_to_final_growth_pct = 58.64

[detailed_routing]
totalWireLength_um = 748
drt-initial-drc-count = 0
viasPerCell = 2.679
drc_errors = 0
n_antenna_cell = 0
drt_pass1_iterations = 1
final_antenna_net_count = 0
routedWlPerCell_um = 8.905
num_vias = 225

[setup_path]
end_kind = "primary output"
r2r_start = "cc.state[0]"
critical_path.cell_chain = "buf_6 > ha_4 > and2_4"
worst-r2r-setup-slack_ps = 180
arrival_ps = 1090
crit_type = "register to primary output"
slowest_delay_ps = 400
r2r_cells = 4
reg2reg_to = "cc.state[0]"
critPathLaunch = "cc.state[1]"
cp_slowest_cell = "dfrtp_1"
start_kind = "register"
cp_max_fo = 5
worstPathRequired_ps = 1120

[floorplanning]
design.core.area_um2 = 3416
die_y_um = 80
chipArea_um2 = 6400
fp_util = 0.1081
ios = 10
fp.dieW_um = 80
rows = 21

[status]
run_status = "finished, final reports clean"

[global_route]
grt_pass1_wl_um = 1159
track_usage = 0.02409
grt_max_degree = 6
overflow = 0
antenna_found_initial = 0
grt_pass1_vias = 243

[synth]
syn_inst = 24
yosys_area_um2 = 369.1
ys_cells = 24
syn_area_per_cell_um2 = 15.38
synth_cell_types = 6
postSynthRegisterBits = 8
syn-cell-area_um2 = 369.1
synth_seq_share = 0.6237
ys_warn_count = 16

[power_and_ir_drop]
p_leak_nw = 0.2385
powerDensity_nw_per_um2 = 1930
ir_worst_vdd_mv = 0.4282

[flow_run]
warnings = 32
timing.max_cap.violations = 0
## final cells by class
cell class / instances / area [um^2] / area share
multi-input combinational: 13 / 170.2 / 0.2906
clock buffer: 4 / 26.28 / 0.04487
inverter: 3 / 11.26 / 0.01923
tap: 46 / 57.56 / 0.09829
sequential: 8 / 230.2 / 0.3932
timing repair buffer: 10 / 90.09 / 0.1538
## through the flow
stage          total power [mW]    util  setup TNS, ps  hold slack [ps]  instance area [um^2]
2_1_floorplan            0.5828       -              0            21.18                 369.1
3_3_place_gp             0.7160  0.1381              0            399.6                 471.7
3_5_place_dp             0.7289  0.1381              0            399.9                 471.7
4_1_cts                   1.005  0.1553         -5.308            121.0                 530.5
5_1_grt                   1.241  0.1714         -156.3            107.1                 585.6
6_report                  1.130  0.1714              0            134.2                 585.6
## layer usage
layer  share of wire  up-vias  track usage  wire length [um]
met2            0.41        9      0.03451               308
met1            0.41      107      0.02394               304
met5               0        -            0                 0
met3            0.16        2      0.02500               123
li1                -      107            -                 -
met4           0.013        0     0.005282                10
## worst max path at each step
stage                   end  slack [ps]  cells past startpoint
CTS           barramento[5]          -5                      3
finish        barramento[3]          30                      3
global route  barramento[3]         -30                      3
## repair_timing
action	in CTS	in global routing
pin swaps	2	2
setup buffers	1	4
endpoints found under the setup margin	7	7
resized	9	7
hold endpoints to repair	0	0
## where the power goes
group	leakage (nW)	total (mW)	switching [mW]	internal [mW]
clock	0.0150	0.184	0.0752	0.109
combinational	0.142	0.531	0.207	0.324
sequential	0.0812	0.415	0.0410	0.374
total	0.239	1.13	0.323	0.807
## cells in the mapped netlist
cell type  number  area, um^2
edfxtp_1        6       180.2
dfrtp_1         2       50.05
and2_1          6       37.54
ha_1            6       75.07
mux2_4          1       15.01
inv_1           3       11.26
## critical path: cells and delay by family (launching register included)
family	cells	cell delay [ps]
buf+inv	1	140
flops	1	400
fa+ha+maj	1	170
simple gates	1	140
## kinds of logic after synthesis
group,Yosys count,synth area share
flops,8,0.6237
simple gates,6,0.1017
mux,1,0.04067
fa+ha+maj,6,0.2034
buf+inv,3,0.03051
## state kept, by name (all words and copies together), names as in the netlist
name,count
r3.q,1
r1.q,5
cc.state,2
No activity file was given, so power comes from the tool's default toggle rates.
